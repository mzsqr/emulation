<file path="flow/design.v">
module counter_8bit(
  input clk,  
  input rst,  
  output reg [7:0] count  
);
  always @(posedge clk or posedge rst) begin
    if (rst) begin
      count <= 8'b0;  
    end
    else begin
      count <= count + 1;  
    end
  end
endmodule
</file>
<file path="flow/run.sh">
#!/bin/bash
# OpenROAD 26Q1-2900-gdf79404cd8, Yosys 0.63+post, stock flow scripts
make -C /OpenROAD-flow-scripts/flow DESIGN_CONFIG=/design/flow/config.mk WORK_HOME=/design/flow/orfs finish
</file>
<file path="flow/config.mk">
export PLATFORM = sky130hd
export DESIGN_NAME = counter_8bit
export DESIGN_NICKNAME = counter_8bit
export VERILOG_FILES = /design/flow/design.v
export SDC_FILE = /design/flow/constraint.sdc
export NUM_CORES = 4
export LEC_CHECK = 1
export CORE_AREA = 10 10 70 70
export DIE_AREA = 0 0 80 80
</file>
<file path="flow/constraint.sdc">
current_design counter_8bit

set clk_period 2.1
set clk_io_pct 0.2

create_clock -name clk0 -period $clk_period [get_ports {clk}]

set non_clock_inputs [all_inputs -no_clocks]
set_input_delay [expr $clk_period * $clk_io_pct] -clock clk0 $non_clock_inputs
set_output_delay [expr $clk_period * $clk_io_pct] -clock clk0 [all_outputs]
</file>
==> summary.txt <==
This memo summarizes the results of the implementation run.

Die
The height of the die is 80 um. The core region is 3420 um^2. The total I/O pin count is 10.

The die outline width is 80 um. The die footprint is 6400 um^2. The initial cell density of the core is 9.38%. The site row count is 21.

Timing
Measured against its own limit, the worst slew margin works out to 80.1%. The final-layout setup total negative slack is 0 ns. The maximum clock skew at final layout is 0.00229 ns. Setup repair after global routing left no endpoint under its margin. The actual transition at the worst max-transition pin is 0.298 ns. The routed design could run at a clock period as short as 1.60 ns. The hold violation count in the final report is 0.

The final cycle utilization of the critical path is 76.1%. The top achievable clock speed is 0.626 GHz. For this run, the final setup violation count is recorded as 0. The final timing report lists a max-slew violation count of 0.

Setup path
On the critical path, the stage with the largest delay is an instance of sky130_fd_sc_hd__clkdlybuf4s50_1. The cell sequence reported for the critical path is clkdlybuf4s50_1. The worst register-to-register path begins at count[2]. The endpoint class of the critical path is an output port. The worst-case reg-to-reg path depth is 3. STA lists the maximum fanout along the critical path as 5. Per the timing report, the most critical flop-to-flop path finishes at count[7]. The cell family contributing the most delay on the critical path is buffers and inverters. The longest incremental delay of any stage on the critical path is reported as 0.50 ns. The worst setup path is launched from a flip-flop. The number of buffers and inverters on the critical path is 1. The setup slack of the worst register-to-register path is 1.07 ns.

The critical path required time is 1.68 ns. In this run the number of cells on the critical path is 1. The startpoint-to-endpoint class of the critical path is flip-flop to output port. The worst endpoint data arrival time is 1.18 ns.

Yosys
Yosys reported a register bit count of 8. The cell area that synthesis handed to floorplanning was 320 um^2. Per Yosys stat, the portion of area used by sequential elements is 62.5%. The synthesized netlist cell count is 25.

The post-synthesis average cell area is 12.8 um^2. The area recorded from the Yosys report for this design is 320 um^2. The netlist uses 11 different library cells. The number of cells reported by Yosys stat comes to 25. For this run, the number of Yosys warnings is 1.

Power and ir drop
In the power breakdown, the internal column shows 221 uW. The share of total power dissipated in the clock network is 40.8%. The leakage power figure is 0.202 nW. The relative contribution of combinational cells to total power is 1.8%.

In this run the VDD rail shows a maximum IR drop of 0.401 mV. The switching component of the power was reported as 47.8 uW. The power report shows net switching accounting for 17.8% of the total. Dividing total power by cell area gives a power density of 548 nW/um^2. The sequential power share is 57.4%.

Job
The number of max-cap violations is 0. The number of logged tool warnings is 25.

Clock tree
After clock tree synthesis, the clock-pin slew on the worst setup and hold paths is 0.05 ns. The largest buffer count on any clock path is 2. The clock buffer count from CTS is 3. TritonCTS built the clock tree. The number of sinks on the clock net is 8. The number of hold buffers added after CTS is 0. The count of H-tree levels built during CTS is 1.

The post-cts resize count is 0. The insertion delay at the late pin of the worst-skew pair is 0.24 ns. In this run the clock root is driven by a sky130_fd_sc_hd__clkbuf_4. The number of setup buffers added after CTS is 0.

Placement
After detailed placement, the total cell area comes to 468 um^2. The tally of buffers added on design ports is 9. Once detailed placement completed, the half-perimeter wirelength came to 603 um. The final estimated routing congestion in global placement is 0.662.

Cells and area
The synthesis-to-finish area growth is 53.1%. The register with the most flip-flops in the layout has 8 of them. Ranked by flip-flop count, first place goes to count. The final standard cell area without fillers is 490 um^2.

The post-route netlist has 13.5% of its cells at a drive strength greater than 1. In the final layout, the registers with the most flip-flops are count x8.

Detailed routing
The count of vias placed by the detailed router is 208. The remaining antenna violation count is 0. The number of search-and-repair iterations in the first detailed-routing pass is 2. The number of DRC violations after detailed-routing iteration 0 is 2. In the final routed layout, each cell accounts on average for 8.41 um.

The mean number of vias per cell is 2.51. The total detailed-routing wirelength is 698 um. The number of inserted diodes is 0.

The script parses the final routing iteration and logs DRC violations as 0.

Global route
The global-route wire length before repair is 1240 um. The global route stage reports its total congestion overflow as 0. The global routing report lists combined usage of all routing layers as 2.47%.

The number of global-route vias before repair is 243. Entering global routing, the biggest net connects 9 pins. The number of antenna violations at the first check in global routing is 0.

Hold path
Note that the worst hold path type here is input pin to async pin.

Status
The run finished with clean final reports.
[cells in the final DEF, fill, tap and decap left out]
cell | synthesis | routed
sky130_fd_sc_hd__and3_1 | 1 | 1
sky130_fd_sc_hd__clkbuf_4 | 0 | 3
sky130_fd_sc_hd__clkdlybuf4s50_1 | 0 | 9
sky130_fd_sc_hd__dfrtp_1 | 8 | 8
sky130_fd_sc_hd__ha_1 | 1 | 1
sky130_fd_sc_hd__inv_1 | 2 | 2
sky130_fd_sc_hd__nand2_1 | 2 | 2
sky130_fd_sc_hd__nand3_1 | 2 | 2
sky130_fd_sc_hd__nand3_2 | 1 | 1
sky130_fd_sc_hd__nor2_1 | 1 | 1
sky130_fd_sc_hd__nor3_2 | 1 | 1
sky130_fd_sc_hd__xnor2_1 | 3 | 3
sky130_fd_sc_hd__xor2_1 | 3 | 3
[power groups by stage]
| stage | Combinational (mW) | Sequential, mW | Clock [mW] |
|---|---|---|---|
| CTS | 0.00513 | 0.154 | 0.117 |
| global route | 0.00566 | 0.154 | 0.130 |
| finish | 0.00476 | 0.154 | 0.110 |
[how the worst max path moves through the flow]
stage	to	slack [ns]	startpoint
after CTS	count[2]	0.47	count[2]
after global routing	count[2]	0.44	count[2]
final	count[2]	0.50	count[2]
[stage by stage]
step / utilization (%) / hold WS (ns) / power [mW] / setup slack [ns] / cells
CTS: 14.4 / 0.435 / 0.276 / 0.472 / 83
detailed placement: 13.7 / 0.470 / 0.162 / 0.738 / 80
global placement: 13.7 / 0.483 / 0.162 / 0.737 / 80
floorplan: - / 0.236 / 0.159 / 1.19 / 25
global route: 14.4 / 0.453 / 0.290 / 0.444 / 83
finish: 14.4 / 0.424 / 0.269 / 0.502 / 83
[routing by layer]
metal	track usage (%)	share of wire (%)	vias to the layer above
met4	0.352	0	0
li1	-	-	106
met3	1.14	6.6	0
met1	2.92	49	95
met5	0	0	-
met2	4.09	44	7
[Yosys cell counts]
library cell              count  area (um^2)
sky130_fd_sc_hd__and3_1       1         6.26
sky130_fd_sc_hd__dfrtp_1      8          200
sky130_fd_sc_hd__ha_1         1         12.5
sky130_fd_sc_hd__inv_1        2         7.51
sky130_fd_sc_hd__nand2_1      2         7.51
sky130_fd_sc_hd__nand3_1      2         10.0
sky130_fd_sc_hd__nand3_2      1         10.0
sky130_fd_sc_hd__nor2_1       1         3.75
sky130_fd_sc_hd__nor3_2       1         10.0
sky130_fd_sc_hd__xnor2_1      3         26.3
sky130_fd_sc_hd__xor2_1       3         26.3
[logic make-up (layout without fill, tap and decap cells)]
logic type | Yosys count | in the layout | synth area share, %
flops | 8 | 8 | 62.5
simple gates | 8 | 8 | 14.8
xor+xnor | 6 | 6 | 16.4
buf+inv | 2 | 14 | 2.34
fa+ha+maj | 1 | 1 | 3.91
[final cells by class]
cell class	instances	area (um^2)
Multi-Input combinational cell	15	113
Fill cell	398	2930
Clock buffer	3	22.5
Sequential cell	8	200
Timing Repair Buffer	9	90.1
Tap cell	46	57.6
Inverter	2	7.51
No activity file was given, so power comes from the tool's default toggle rates.
