## config.mk

```make
export PLATFORM = sky130hd
export DESIGN_NAME = adder
export DESIGN_NICKNAME = adder
export VERILOG_FILES = /design/flow/design.v
export SDC_FILE = /design/flow/constraint.sdc
export NUM_CORES = 4
export LEC_CHECK = 1
export CORE_AREA = 10 10 71 71
export DIE_AREA = 0 0 81 81
```

## constraint.sdc

```tcl
current_design adder

set clk_period 3.9
set clk_io_pct 0.2

create_clock -name clk0 -period $clk_period [get_ports {clk_i}]

set non_clock_inputs [all_inputs -no_clocks]
set_input_delay [expr $clk_period * $clk_io_pct] -clock clk0 $non_clock_inputs
set_output_delay [expr $clk_period * $clk_io_pct] -clock clk0 [all_outputs]
```

## design.v

```verilog
`timescale 1ns/1ps
module adder(
    input wire clk_i,
    input wire reset_i,
    input wire [7:0] a,
    input wire [7:0] b,
    output wire [7:0] res
);
    reg [7:0] A, B;
    always @(posedge clk_i) begin
        if(~reset_i) begin
            A <= 8'b0;
            B <= 8'b0;
        end
        else begin
            A <= a;
            B <= b;
        end
    end
    assign res = A+B;
endmodule
```

## run.sh

```bash
#!/bin/bash
# OpenROAD 26Q1-2900-gdf79404cd8, Yosys 0.63+post, stock flow scripts
make -C /OpenROAD-flow-scripts/flow DESIGN_CONFIG=/design/flow/config.mk WORK_HOME=/design/flow/orfs finish
```

==> out/metrics.cfg <==
[die]
chip_area_sq_um=6560
fp.coreArea_sq_um=3630
ios=26
fp-row-count=22
die_y_microns=81
initial_core_util_pct=20.8
die_width_microns=81

[timing]
final.period_utilization_pct=75.4
min_period_ns=2.94
tightest_slew_ns=0.388
setup_tns_ns=0
slew_headroom_pct=74.0
clock.fmax_ghz=0.340
rsz0062_at_grt=no
hold_ws_ns=1.10
slew_viol_final=0
setup_ws_ns=0.959
setup_viol=0
hold_violations=0

[setup_path]
crit_family=buffers and inverters
slowest_delay_ns=0.52
setup.worst_path.end_class=output pin
cpMaxStageDelayCell=clkdlybuf4s50_1
crit_arrival_ns=2.16
cp_cell_sequence=ha_1, inv_1, fa_1, nor2b_4, o31a_1, o311ai_1, clkdlybuf4s50_1
path_class=register to output pin
crit_start=A[0]
crit_buf_inv=2
start_kind=register
cp_max_fo=3
critPathRequiredTime_ns=3.12

[cts]
cts.path.max_buffers=2
post_cts_buffers=0
root_buffer=clkbuf_8
path_clk_slew_ns=0.06
htreeDepth=1
clock_sinks=16
numCtsBuffers=3
cts_tree=done
postCtsHoldBufs=0
ctsResizeCount=0

[outcome]
status=complete, no violations

[finish]
layout_top_cell=clkdlybuf4s50_1
fin_cells=151
syn_to_final_growth_pct=47.8
multiInputGateArea_sq_um=413
seqCellArea_sq_um=320
nFillCells=392
most-common-layout-cells=25 x clkdlybuf4s50_1, 16 x dfxtp_1, 16 x and2_1
drive_above_1_share_pct=4.85

[placement]
post-place-cells=147
hpwl_mm=1.30
io_buffer_count=25
post-place-ws_ns=1.20
gp_congestion=0.810

[logic_synthesis]
ys_seq_elements=16
synthesis.area_sq_um=756
synth_stat.cells=75
synthArstFlopShare_pct=0
ys_seq_share_pct=42.4
yosys_warnings=1
edf_count=0
ys.flop_type=dfxtp_1
synthCells=75
synth_area_per_cell_sq_um=10.1
synth.distinct_cells=26
yosys.stat.chipArea_sq_um=756

[route]
drt_pass1_iterations=4
antenna_cells_inserted=0
via_per_inst=3.89
vias=588
totalWireLength_mm=1.42
ant_nets=0
drcViolationCount=0
dr.first_iter.drc_count=16
wl_per_cell_microns=9.42

[global_route]
use_met3_pct=1.11
grt_pass1_wl_mm=2.38
grt-ovfl-total=0
grt_max_degree=17
met2_usage_pct=6.85
grt_util_all_layers_pct=4.34
grt_use_met1_pct=5.65
grt_pass1_vias=569
antenna_found_initial=0
grt-busiest-layer=met2

[flow_run]
tool_warnings=25
cap_violations=0

[pwr]
worst_ir_drop_vdd_mv=0.139
leakage_nw=0.453
totalPowerFinal_mw=0.393
power_density_nw_per_um2=352

[hold_path]
worstHoldStart=a[6]
hold_class=input pin to register

## final timing paths
check,slack (ns),cells after the start,endpoint
worst max-delay path,0.96,7,res[6]
worst min-delay path,1.10,2,A[6]
## state kept, by name, indices dropped and copies added (netlist names)
signal / flops
A: 8
B: 8
## routing by layer
metal	share of wire, %	wire, microns
met5	0	0
met1	45	645
met3	6.7	96
met4	2.4	34
met2	45	647
## layout make-up
cell class,instances,share of cell area (%)
multi-input cells,53,37.0
flip-flops and latches,16,28.7
repair buffers,25,22.4
well taps,48,5.38
clock buffers,4,4.93
inverters,5,1.68
## metrics by stage
stage	area, sq um	util, %
floorplan	756	-
global placement	1060	29.2
detailed placement	1060	29.2
CTS	1120	30.8
global route	1120	30.8
finish	1120	30.8
## synth_stat cells (2+ instances only)
library cell	instances	area share, %
dfxtp_1	16	42
ha_1	7	12
and2_1	16	13
a21oi_1	5	3.3
o21ai_0	2	1.3
xor2_1	2	2.3
inv_1	5	2.5
o211ai_1	3	3.0
xnor2_1	2	2.3
## power breakdown
| part | leakage [nW] | total [mW] | switching (mW) | internal (mW) |
|---|---|---|---|---|
| combinational | 0.290 | 0.0801 | 0.0263 | 0.0538 |
| clock | 0.0288 | 0.138 | 0.0488 | 0.0892 |
| sequential | 0.133 | 0.175 | 0.00275 | 0.172 |
| total | 0.453 | 0.393 | 0.0778 | 0.315 |
## cells by family (layout without fill, tap and decap cells)
kind of cell	Yosys count	in the layout	synth area share, %
xor+xnor	4	4	4.64
fa+ha+maj	8	8	14.2
flops	16	16	42.4
buf+inv	6	34	2.98
compound gates	18	18	16.4
simple gates	23	23	19.4
Power figures rest on the tool's default switching activity, not on a simulated workload.
